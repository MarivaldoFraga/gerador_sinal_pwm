`flow/design.v`:
```
module divisor_de_frequencia(clock, reset, saida);
	input clock, reset;
	output reg saida;
	parameter INICIAL = 27'd0, PASSO = 27'd1;
	reg [26:0] contador = INICIAL;
	initial saida = 0;
	always @ (posedge clock or negedge reset) begin
		if (!reset) contador = INICIAL;
		else begin
			if (contador == INICIAL) saida = !saida;
			contador = contador + PASSO;
		end
	end
endmodule
```
`flow/run.sh`:
```
#!/bin/bash
# OpenROAD 26Q1-2900-gdf79404cd8, Yosys 0.63+post, stock flow scripts
make -C /OpenROAD-flow-scripts/flow DESIGN_CONFIG=/design/flow/config.mk WORK_HOME=/design/flow/orfs finish
```
`flow/config.mk`:
```
export PLATFORM = sky130hd
export DESIGN_NAME = divisor_de_frequencia
export DESIGN_NICKNAME = divisor_de_frequencia
export VERILOG_FILES = /design/flow/design.v
export SDC_FILE = /design/flow/constraint.sdc
export NUM_CORES = 4
export LEC_CHECK = 1
export CORE_AREA = 10 10 103 103
export DIE_AREA = 0 0 113 113
```
`flow/constraint.sdc`:
```
current_design divisor_de_frequencia

set clk_period 6.1
set clk_io_pct 0.2

create_clock -name clk0 -period $clk_period [get_ports {clock}]

set non_clock_inputs [all_inputs -no_clocks]
set_input_delay [expr $clk_period * $clk_io_pct] -clock clk0 $non_clock_inputs
set_output_delay [expr $clk_period * $clk_io_pct] -clock clk0 [all_outputs]
```
==> results.yml <==
# flow metrics
cells_and_area:
  n_fill_cell: 898
  drive_gt1_share_pct: 5.738
  flop_area_um2: 705.7
  synthToLayoutAreaGrowth_pct: 15.86
  combGateArea_um2: 569.3
  utilization_pct: 17.96
pwr:
  p_clk_share_pct: 34.7
  pwr-share-seq_pct: 63.7
  combPwrFrac_pct: 1.6
  p_int_w: 0.0002341
  ir_drop_mv: 0.1106
  switching_power_w: 0.00005809
  leakagePower_nw: 0.6268
  powerDensity_mw_per_mm2: 196.1
  switching_share_pct: 19.88
clocking:
  cts_tree: "done"
  cts_sinks: 28
  clk_latency_ns: 0.27
  clockBufferDepth: 2
  cts_buffers: 3
  cts_setup_buffers: 0
  htreeDepth: 1
  path_clk_slew_ns: 0.09
  cts-hold-fix-buffers: 0
  cts_resized: 0
  cts_root_buf: "clkbuf_8"
worst_setup_path:
  r2r_cells: 4
  cp.depth: 4
  cp_max_fo: 28
  arrival_ns: 2.39
  endpoint_kind: "flip-flop"
  required_ns: 6.08
  critPathLaunchType: "input pin"
  slowest_stage: "clkdlybuf4s50_1"
  crit_type: "in2reg"
  cpPeakStageDelay_ns: 0.45
  crit_buf_inv: 2
  critical-path-top-delay-family: "buffers and inverters"
  path_cells: "clkdlybuf4s50_1 -> buf_4 -> nand4_1 -> nor3_1"
grt:
  grt_max_degree: 29
  grt_antenna_before_repair: 0
  grt_pass1_vias: 832
  grt_pass1_wl_mm: 4.029
  grtUsageTotal_pct: 3.624
  grt_overflow: 0
final_timing:
  slew_headroom_pct: 50.04
  period_needed_ns: 2.410
  fin_setup_tns_ns: 0
  skew_ns: 0.008392
  finalMaxSlewViolations: 0
  layout_setup_ws_ns: 3.690
  hold_viol: 0
  rsz0062_at_grt: "no"
  max_freq_mhz: 414.9
  worst_pin_slew_ns: 0.7426
  setup_viol: 0
  period_used_pct: 39.51
synth:
  yosys_cells: 115
  common_cells: "dfrtp_1 (27), xnor2_1 (16), nand3_1 (12)"
  ys_chip_area_mm2: 0.001286
  ys.flop_type: "dfrtp_1"
  avgSynthCellArea_um2: 11.18
  largest_area_cell: "dfrtp_1"
  ys_warn_count: 1
  synth-async-reset-ratio_pct: 96.43
  edf_count: 1
  netlist_area_mm2: 0.001286
  yosys.cell_types.count: 19
  top_cell_area_share_pct: 52.53
  ys_seq_share_pct: 54.86
  synth_flops: 28
  topCellsByArea: "dfrtp_1 (53%), xnor2_1 (11%), xor2_1 (6.1%)"
  syn_inst: 115
  yosysMostFrequentCell: "dfrtp_1"
placement:
  dpl_worst_slack_ns: 3.369
  place_congestion: 0.8252
  numPortBuffers: 2
  hpwlAfterDp_mm: 1.603
drt:
  firstDrtPassIters: 4
  antenna_cells: 0
  drtAntennaViolNets: 0
  drtIter0Drc: 54
  post_drt_wl_per_cell_um: 9.687
  post_drt_via_cell_ratio: 3.617
  routed_wl_mm: 2.199
  drc_errors: 0
  vias: 821
flow_run:
  cap_violations: 0
  tool_warnings: 26
floorplanning:
  initial_core_util_pct: 15.50
  pin_count: 3
  fp.coreArea_mm2: 0.008299
  die_h_um: 113
  dieArea_mm2: 0.01277
  die_width_um: 113
  rows: 33
hold_path:
  holdPathStages: 1
  holdCritPathClass: "reg2reg"
run_status:
  status: "completed"
==> stage by stage <==
step / cells / area (um2) / power [W] / hold slack, ns
floorplan: 115 / 1286 / 0.0001902 / 0.4464
global placement: 223 / 1445 / 0.0001948 / 0.4746
detailed placement: 223 / 1445 / 0.0001949 / 0.4675
CTS: 227 / 1490 / 0.0002963 / 0.4833
global route: 227 / 1490 / 0.0003039 / 0.5110
finish: 227 / 1490 / 0.0002922 / 0.4798
==> final timing paths <==
path	end	from	slack, ns
hold reg to reg	contador[26]	contador[26]	0.48
setup reg to reg	contador[23]	contador[11]	4.30
setup / recovery	saida	reset	3.69
hold / removal	contador[26]	contador[26]	0.48
max in group asynchronous	contador[9]	reset	4.53
min in group asynchronous	contador[22]	reset	1.31
==> layout make-up <==
| class | instances | share of cell area (%) |
|---|---|---|
| flip-flops and latches | 28 | 47.36 |
| multi-input cells | 84 | 38.20 |
| well taps | 105 | 8.816 |
| clock buffers | 4 | 3.023 |
| repair buffers | 3 | 1.847 |
| inverters | 3 | 0.7557 |
==> routing by layer <==
layer  global-route usage [%]  part of all wire [%]
met3                    1.175                   3.4
met5                        0                     0
met2                    4.954                    43
met4                   0.1692                  0.27
met1                    5.630                    53
==> state kept, by name, summed over array words and instances, names as in the netlist <==
| name | flops |
|---|---|
| saida | 1 |
| contador | 27 |
==> power by group through the flow <==
stage	sequential [W]	combinational, W	clock (W)
CTS	0.000186	0.00000496	0.000105
global route	0.000186	0.00000541	0.000112
finish	0.000186	0.00000465	0.000101
==> cells in the final DEF, fill, tap and decap left out, types with 2 or more instances in the layout <==
cell / n
nor2_1: 8
nand4_1: 9
and3_1: 4
inv_1: 3
xnor2_1: 16
nor4_1: 6
xor2_1: 9
clkdlybuf4s50_1: 2
nand3_1: 12
nor3_1: 4
nand2_1: 8
ha_1: 2
dfrtp_1: 27
clkbuf_8: 3
==> cell families (layout without fill, tap and decap cells) <==
group | count (synthesis) | count (layout) | synth area share [%]
adder cells (fa/ha/maj) | 2 | 2 | 1.945
AND/OR/NAND/NOR | 57 | 57 | 25.29
XOR/XNOR | 25 | 25 | 17.02
flip-flops | 28 | 28 | 54.86
buffers and inverters | 3 | 10 | 0.8754
No activity file was given, so power comes from the tool's default toggle rates.
