`flow/run.sh`:
```
#!/bin/bash
# OpenROAD 26Q1-2900-gdf79404cd8, Yosys 0.63+post, stock flow scripts
make -C /OpenROAD-flow-scripts/flow DESIGN_CONFIG=/design/flow/config.mk WORK_HOME=/design/flow/orfs finish
```
`flow/config.mk`:
```
export PLATFORM = sky130hd
export DESIGN_NAME = decodificador_bcd_para_display_sete_segmentos
export DESIGN_NICKNAME = decodificador_bcd_para_display_sete_segmentos
export VERILOG_FILES = /design/flow/design.v
export SDC_FILE = /design/flow/constraint.sdc
export NUM_CORES = 4
export LEC_CHECK = 1
export CORE_AREA = 10 10 70 70
export DIE_AREA = 0 0 80 80
```
`flow/constraint.sdc`:
```
current_design decodificador_bcd_para_display_sete_segmentos

set clk_period 1.9
set clk_io_pct 0.2

create_clock -name clk0 -period $clk_period

set non_clock_inputs [all_inputs -no_clocks]
set_input_delay [expr $clk_period * $clk_io_pct] -clock clk0 $non_clock_inputs
set_output_delay [expr $clk_period * $clk_io_pct] -clock clk0 [all_outputs]
```
`flow/design.v`:
```
module decodificador_bcd_para_display_sete_segmentos (
	input
		[3:0]
			entrada,
	output reg 
		[6:0]
			saida
);
	parameter 
		[6:0] 
			ZERO = 7'b1111110,
			UM = 7'b0110000,
			DOIS = 7'b1101101,
			TRES = 7'b1111001,
			QUATRO = 7'b0110011,
			CINCO = 7'b1011011,
			SEIS = 7'b1011111,
			SETE = 7'b1110000,
			OITO = 7'b1111111,
			NOVE = 7'b1111011,
			ERRO = 7'b0110000;
	initial saida = ZERO;
	always @ (entrada)
		case (entrada)
			0: saida = ZERO;
			1: saida = UM;
			2: saida = DOIS;
			3: saida = TRES;
			4: saida = QUATRO;
			5: saida = CINCO;
			6: saida = SEIS;
			7: saida = SETE;
			8: saida = OITO;
			9: saida = NOVE;
			default: saida = ERRO;
		endcase
endmodule
```
==> summary.txt <==
yosys + openroad results -> run status=finished, final reports clean, total wire length after detailed routing=573 microns, mux share=10.06%, crit start category=input port, number of cell rows=21, Hold/Removal Path Class=in2out, part of the Yosys area used for sequential elements=0%, RePlAce Congestion=0.7381, Adders+Majority by Area=37.74%, cell leakage power=0.0001930 uW, floorplan die width=80 microns, layout cell share with drive strength beyond 1=33.33%, minimum clock period after layout=1.804 ns, maximum ir drop on the vdd rail=0.02340 mV, height of the die=80 microns, Residual DRC=0, endpoint type of the worst setup path=primary output, gate count after technology mapping=28, most numerous cell types in the synthesized netlist=6 x ha_1, 6 x inv_1, 4 x o21ai_1, dominant combinational cell family by area after synthesis=adder cells, area of the synthesized netlist per yosys stat=198.9 sq um, combined area of all synthesized cells=198.9 sq um, Required @ worst endpoint=1.52 ns, Routed wire per std cell=6.297 microns, Critical Path Fanout Max=3, number of primary I/O pins=11, vias after detailed routing=237, initial antenna violation count=0, xor/xnor share of the synthesized area=0%, via count of the first global-routing pass=229, ant diodes=0, origin of the worst setup path=entrada[1], yosys cell count=28, TNS Setup=0 ns, basic-gate share of the synthesized area counting and, or, nand and nor cells=16.98%, Min Hold Slack=1.420 ns, area share, top type=37.74%, critical path cell sequence=clkdlybuf4s15_2 -> inv_2 -> ha_4 -> nand3b_1 -> clkdlybuf4s50_1, Final Setup Violations=0, Clk pwr share=0%, die area=6400 sq um, Seq pwr share=0%, and-or/or-and share of the synthesized area=18.24%, Top area cell types=ha_1 38%, inv_1 11%, mux2i_1 10%, total instance count after detailed placement=89, maximum number of pins on one net before global-route repair=9, number of maximum-capacitance violations=0, number of standard cells in the layout, taps in and fillers out=91, Layout clock buffers=0, core footprint=3416 sq um, cell type of the slowest stage on the worst timing path=clkdlybuf4s50_1, fraction of the core area occupied by cells at floorplan=5.824%, final total power=66.18 uW, period utilisation layout=94.94%, Arr. time, crit path=1.42 ns, slew at the pin closest to its max-slew limit=0.2548 ns, sequential cell count=0, number of max-slew violations in the final report=0, power density cells=160.3 nW/um^2, delay of the slowest critical-path stage=0.47 ns, Syn-to-layout area delta=107.5%, Avg Vias per Cell=2.604, switching share of total power=41.23%, first-pass iteration count of the detailed router=1, internal power contribution=38.89 uW, hold wc startpoint=entrada[3], aggregate global-route resource usage=1.755%, count of input and output buffers=11, Critical path destination=saida[5], maximum frequency from static timing analysis=554.4 MHz, Switching Power=27.29 uW, post-synthesis average cell area=7.105 sq um, number of hold violations in the final report=0, CTS hold repair buffers=0, first-pass GRT wire length=993 microns, tally of OpenROAD warnings=37, classification of the worst setup path=in2out, largest area contributor in the netlist=ha_1, register area=0 sq um, part of the power in combinational logic=100.0%, antenna-violating nets left=0, number of distinct library cells after synthesis=12, Util after Layout=12.09%, RSZ-0062 raised after global routing=false, yosys warns=1, Worst slew margin=83.01%, post-detailed-placement half-perimeter wirelength=476.5 microns, drt initial violations=0, grt ovf=0
## metrics by stage
step           setup slack [ns]  instance area (sq um)
6_report                0.09615                  412.9
5_1_grt                 0.04097                  412.9
4_1_cts                 0.02736                  419.2
3_5_place_dp            -0.4009                  392.9
3_3_place_gp            -0.4103                  392.9
2_1_floorplan            0.6226                  198.9
## what timing repair did
item,4_1_cts,5_1_grt
setup endpoints to repair,7,1
resized,18,1
gates cloned,1,0
setup buffers,1,0
pin swaps,2,0
## power groups by stage
stage | Sequential [uW] | Clock [uW] | Combinational, uW
global route | 0 | 0 | 75.6
CTS | 0 | 0 | 67.2
finish | 0 | 0 | 66.2
## worst max-delay path: cells and delay by family
family                     cells  cell delay [ns]
buffers and inverters          3             0.76
adders and majority gates      1             0.20
and+or+nand+nor                1             0.08
## cells by family after synthesis
kind of cell,count (synthesis)
AOI/OAI and AO/OA,7
and+or+nand+nor,6
buffers and inverters,7
adders and majority gates,6
muxes,2
## routing by layer
metal | track usage (%) | share of wire (%)
met5 | 0 | 0
met2 | 2.488 | 33
met1 | 2.637 | 54
met4 | 0 | 0
met3 | 0.5682 | 12
## placed cells by master (no fill, tap or decap)
cell type and count:
o22ai_1 1, dlygate4sd2_1 7, buf_4 4, inv_2 2, nor2_2 2, nor2_1 1
o21ai_1 4, buf_2 2, nand2_2 1, ha_1 5, nand2_1 1, inv_1 4
clkdlybuf4s15_2 1, ha_4 1, clkdlybuf4s50_1 2, a21oi_1 2, nand3b_1 1, mux2i_1 2
buf_6 2
## layout make-up
class,instances,area [sq um]
fill,402,3003
multi-input combinational,21,177.7
timing repair buffer,18,155.1
tap,46,57.56
inverter,6,22.52
## how the worst min path moves through the flow
stage / to / slack, ns / cells after the start
CTS: saida[1] / 1.42 / 3
global route: saida[1] / 1.46 / 3
finish: saida[3] / 1.42 / 3
Power is estimated from default activity; no workload was simulated.
